==> /design/flow/config.mk <==
export PLATFORM = sky130hd
export DESIGN_NAME = multicycle_memory
export DESIGN_NICKNAME = multicycle_memory
export VERILOG_FILES = /design/flow/design.v
export SDC_FILE = /design/flow/constraint.sdc
export NUM_CORES = 4
export LEC_CHECK = 1
export CORE_UTILIZATION = 50
==> /design/flow/constraint.sdc <==
current_design multicycle_memory

set clk_period 7.0
set clk_io_pct 0.2

create_clock -name clk0 -period $clk_period [get_ports {clk}]

set non_clock_inputs [all_inputs -no_clocks]
set_input_delay [expr $clk_period * $clk_io_pct] -clock clk0 $non_clock_inputs
set_output_delay [expr $clk_period * $clk_io_pct] -clock clk0 [all_outputs]
==> /design/flow/design.v <==
module multicycle_memory(input clk, rst, start, input [1:0] op, input [7:0] addr, input [7:0] write_data, output reg done, output reg [7:0] read_data);
    reg [2:0] state;
    reg [7:0] memory [0:255];  
    reg [7:0] temp_addr, temp_data;
    parameter IDLE = 3'b000, LOAD_ADDR = 3'b001, WRITE = 3'b010, READ = 3'b011, DONE = 3'b100;
    always @(posedge clk or posedge rst) begin
        if (rst) begin
            state <= IDLE;
            done <= 0;
            read_data <= 0;
        end else begin
            case (state)
                IDLE: begin
                    done <= 0;
                    if (start) begin
                        temp_addr <= addr;
                        temp_data <= write_data;
                        state <= LOAD_ADDR;
                    end
                end
                LOAD_ADDR: begin
                    case (op)
                        2'b00: state <= WRITE;  
                        2'b01: state <= READ;   
                        default: state <= DONE;
                    endcase
                end
                WRITE: begin
                    memory[temp_addr] <= temp_data;
                    state <= DONE;
                end
                READ: begin
                    read_data <= memory[temp_addr];
                    state <= DONE;
                end
                DONE: begin
                    done <= 1;
                    state <= IDLE;
                end
                default: state <= IDLE;
            endcase
        end
    end
endmodule
==> /design/flow/run.sh <==
#!/bin/bash
# OpenROAD 26Q1-2900-gdf79404cd8, Yosys 0.63+post, stock flow scripts
make -C /OpenROAD-flow-scripts/flow DESIGN_CONFIG=/design/flow/config.mk WORK_HOME=/design/flow/orfs finish
==> impl_metrics.ini <==
; synthesis and place-and-route metrics
[status]
status = finished with violations
violations = max-capacitance violations, max-slew violations

[synthesis]
synth-adder-area-share_pct = 0
edf_count = 2064
synth_warnings = 2
async_reset_ff_share_pct = 0.674
ys_sh_aoi_pct = 9.94
synth_area_mm2 = 0.0793
syn-mean-instance-area_um2 = 16.1
yosysTopAreaCellShare_pct = 78.2
ys_cells = 4937
synthXorXnorAreaFrac_pct = 0.0552
mux_share_pct = 0.0379
synth_cell_types = 69
common_cells = edfxtp_1, nand3_1, a22oi_1, nor2_1, clkbuf_1
largest_area_cell = edfxtp_1
ys_area_mm2 = 0.0793
ys_seq_share_pct = 78.6
logic_family = AND-OR/OR-AND gates
flop_cell = edfxtp_1
syn-instance-count = 4937
yosys.cell_count.top_type = edfxtp_1
top_cells_by_area = edfxtp_1, a22oi_1, nand3_1
simple_gate_share_pct = 9.15
numSynthFlops = 2078

[global_routing]
gr-usage-met2_pct = 79.8
grtUsageTotal_pct = 72.3
grt_pass1_wl_um = 652000
met3_usage_pct = 71.2
top_usage_layer = met2
gr-total-overflow = 0
grt_util_met1_pct = 70.4
grt_pass1_vias = 64900
grt_max_degree = 112
antenna_found_initial = 75

[sta]
fin_crit_sh_pct = 92.8
drv_slew = 30
finClkSkew_ns = 0.0722
final_hold_viol_count = 0
finalSetupTns_ns = 0
timing_worst_slew_pin_value_ns = 1.88
finalHoldWorstSlack_ns = 0.469
rsz0062_at_grt = no
setup_viol_count_final = 0
max_freq_ghz = 0.154
setup_slack_ns = 0.503
finalCriticalPeriod_ns = 6.50
relSlewSlack_pct = -26.5

[clock_network]
numCtsBuffers = 209
postCtsSetupRepairBufs = 0
clockRootBuffer = clkbuf_16
htree_levels = 4
clk_path_buf_depth = 3
cts_hold_buf = 0
post_cts_resized = 0
clk_latency_ns = 0.88
clock_sinks = 2078
cts_tree = done
path_clk_slew_ns = 0.06

[critical_path]
worstPathMaxFanout = 24
slowest_delay_ns = 1.50
criticalPathCategory = reg -> reg
cp_slowest_cell = nor4_1
required_ns = 7.72
crit_path_frequent_cell = buf_4
crit_buf_inv = 4
crit_arrival_ns = 7.22
crit_family = simple AND/OR/NAND/NOR gates
endpoint_kind = flip-flop
startpoint_type = flip-flop
crit_chain = nand4bb_2, buf_4, buf_4, nor2_1, nor4_1, buf_4, o2111ai_1, nor4_1, nand2_1, buf_4, o22ai_1, o21ba_2

[die]
ios = 30
row_count = 145
core_area_mm2 = 0.157
chipArea_mm2 = 0.160
initial_utilization_pct = 50.6
die_height_um = 400
die_w_um = 400

[place]
place_area_mm2 = 0.0862
place_ws_ns = 1.31
dpl.cell_count = 7228
io_buffers = 29
dp_hpwl_um = 336000
place_congestion = 1.23

[drt]
post_drt_via_cell_ratio = 8.66
detail-route-antenna-nets = 0
drt_iter0_drc = 9977
routed_wl_um = 513000
drc = 0
drt_first_pass_iters = 10
wl_per_cell_um = 66.2
vias = 67100

[power_and_ir_drop]
swShare_pct = 22.3
p_total_mw = 25.4
p_per_area_mw_per_mm2 = 273
vdd_drop_max_v = 0.000270
p_seq_share_pct = 53.8
comb_power_share_pct = 2.9
internal_power_mw = 19.7
p_clk_share_pct = 43.3
switching_power_mw = 5.68
p_leak_nw = 28.9

[finish]
layout-drive-gt1-share_pct = 18.8
syn_to_final_growth_pct = 17.5
fillers = 11600
logic_area_mm2 = 0.0160
final_cell_area_mm2 = 0.0932
utilization_pct = 59.4
regArea_mm2 = 0.0623
final_cells = 7743

[job]
cap_violations = 9
warnings = 35

[worst_hold_path]
min_path_type = reg -> reg
==> layer usage <==
metal  up-vias  part of all wire [%]  wire length [µm]
met5         -                   1.9              9510
met4       261                    13             65700
met3      3535                    23            118000
met2      9928                    37            188000
met1     31800                    26            132000
li1      21500                     -                 -
==> worst paths after layout <==
check | start | endpoint | slack (ns) | depth (start not counted)
setup / recovery | temp_addr[7]$_DFFE_PP_ | read_data[3]$_DFFE_PP0P_ | 0.50 | 12
hold / removal | state[1]$_DFF_PP0_ | done$_DFFE_PP0P_ | 0.47 | 1
setup reg to reg | temp_addr[7]$_DFFE_PP_ | read_data[3]$_DFFE_PP0P_ | 0.50 | 12
hold reg to reg | state[1]$_DFF_PP0_ | done$_DFFE_PP0P_ | 0.47 | 1
max in group asynchronous | rst | read_data[0]$_DFFE_PP0P_ | 5.58 | 3
min in group asynchronous | rst | read_data[7]$_DFFE_PP0P_ | 1.08 | 3
==> cell families (layout without fill, tap and decap cells) <==
family | Yosys count | count (layout)
flops | 2078 | 2078
simple gates | 1398 | 1398
compound gates | 1034 | 1034
buf+inv | 419 | 1045
xor+xnor | 5 | 5
mux | 3 | 3
other cells | 0 | 122
==> power by group through the flow <==
stage | clock network [mW] | logic (mW) | registers, mW
4_1_cts | 10.9 | 0.668 | 13.7
5_1_grt | 11.4 | 0.702 | 13.7
6_report | 11.0 | 0.742 | 13.7
==> cell type report <==
| class | count | area share (%) |
|---|---|---|
| Clock buffer | 251 | 5.85 |
| Timing Repair Buffer | 648 | 5.72 |
| Antenna cell | 122 | 0.328 |
| Inverter | 9 | 0.0363 |
| Tap cell | 2058 | 2.76 |
| Multi-Input combinational cell | 2440 | 17.2 |
| Sequential cell | 2078 | 66.9 |
| Clock inverter | 137 | 1.24 |
==> worst reg2reg max path, delay by kind of cell (launching register included) <==
family | cells | cell delay, ns
DFF | 1 | 0.88
and+or+nand+nor | 5 | 2.52
buffers and inverters | 4 | 1.92
AOI/OAI and AO/OA | 3 | 1.05
==> registers in the layout, summed over array words and instances, names as in the netlist <==
register,count
state,5
memory,2048
done,1
temp_data,8
read_data,8
temp_addr,8
==> placed cells by master (no fill, tap or decap), drive strengths merged, types with 37 or more instances in the layout <==
cell,count
a222oi,50
o22ai,173
nor3,92
a21oi,56
nor4,84
a22o,56
a32oi,151
nand4,149
nand2,109
clkbuf,251
a221oi,37
diode,122
edfxtp,2064
buf,619
clkinv,114
nor2,312
nand3,513
a22oi,402
Power is estimated from default activity; no workload was simulated.
