`flow/design.v`:
```
module alu (
    input [7:0] a, b,           
    input [1:0] op,             
    output reg [15:0] result,   
    output reg error            
);
    always @(*) begin
        error = 0;
        case (op)
            2'b00: result = a + b;                      
            2'b01: result = a - b;                      
            2'b10: result = a * b;                      
            2'b11: result = (b != 0) ? a / b : 16'h0;   
            default: result = 16'h0;
        endcase
        if (op == 2'b11 && b == 0)
            error = 1;   
    end
endmodule
```
`flow/constraint.sdc`:
```
current_design alu

set clk_period 31.6
set clk_io_pct 0.2

create_clock -name clk0 -period $clk_period

set non_clock_inputs [all_inputs -no_clocks]
set_input_delay [expr $clk_period * $clk_io_pct] -clock clk0 $non_clock_inputs
set_output_delay [expr $clk_period * $clk_io_pct] -clock clk0 [all_outputs]
```
`flow/config.mk`:
```
export PLATFORM = sky130hd
export DESIGN_NAME = alu
export DESIGN_NICKNAME = alu
export VERILOG_FILES = /design/flow/design.v
export SDC_FILE = /design/flow/constraint.sdc
export NUM_CORES = 4
export LEC_CHECK = 1
export CORE_UTILIZATION = 40
```
`flow/run.sh`:
```
#!/bin/bash
# OpenROAD 26Q1-2900-gdf79404cd8, Yosys 0.63+post, stock flow scripts
make -C /OpenROAD-flow-scripts/flow DESIGN_CONFIG=/design/flow/config.mk WORK_HOME=/design/flow/orfs finish
```
==> flow_metrics.py <==
# Auto-generated metrics
metrics = {
    "status": {
        "outcome": "finished, violations left",
        "violations": "setup timing",
    },
    "floorplanning": {
        "num_rows": 52,
        "fp_util": 0.410,
        "chipWidth_um": 146,
        "die_h_um": 146,
        "core_sq_mm": 0.0203,
        "die_area_sq_mm": 0.0214,
        "io_pins": 35,
    },
    "sta": {
        "finalCriticalPeriod_ns": 37.00,
        "drv_slew": 0,
        "fin_crit_sh": 1.17,
        "hold_violations": 0,
        "setup_ws_ns": -5.40,
        "worst_slew_pin_slew_ns": 0.615,
        "slew_headroom": 0.589,
        "fin_tns_setup_ns": -10.66,
        "grt_setup_unrepaired": "yes",
        "fin_hold_ws_ns": 13.51,
        "fmax_mhz": 27.0,
        "finalSetupViolCount": 3,
    },
    "grt": {
        "grt_max_degree": 24,
        "grt_pass1_wl_mm": 47.4,
        "grt_overflow": 0,
        "grt_pass1_vias": 9516,
        "antenna_found_initial": 0,
        "grt_usage": 0.279,
    },
    "routing": {
        "route.vias.total": 9866,
        "antenna_left": 0,
        "drtIter0Drc": 456,
        "post_drt_wl_per_cell_um": 16.2,
        "firstDrtPassIters": 5,
        "antenna_cells": 0,
        "drcViolationCount": 0,
        "wl_mm": 29.5,
        "viasPerCell": 5.42,
    },
    "synthesis": {
        "synth_area_leader_cell": "ha_1",
        "ys_seq_share": 0,
        "synthCells": 1106,
        "synth.area.top_cells": "ha_1 23%, fa_1 9.1%, nor2_1 5.4%, o21a_1 4.7%, a21oi_1 4.2%",
        "synth_area_sq_mm": 0.00833,
        "synth_cell_types": 88,
        "ys_warn_count": 1,
        "yosys.area.top_type_share": 0.231,
        "syn_area_per_cell_sq_um": 7.53,
        "ys_area_sq_mm": 0.00833,
        "ys_cells": 1106,
    },
    "cells_and_area": {
        "layout.area.comb_sq_mm": 0.00891,
        "seq_area_sq_um": 0,
        "drive_above_1_share": 0.413,
        "fill_cells": 1587,
        "finalNonFillerCells": 1821,
        "final_core_util": 0.654,
        "area_growth_pct": 59.3,
        "nClkBuffers": 0,
        "seq_cells": 0,
    },
    "worst_setup_path": {
        "cp_slowest_cell": "or4_4",
        "critPathCaptureType": "primary output",
        "crit_top_cell": "o21a_1",
        "critPathKind": "in -> out",
        "max_stage_delay_ns": 0.50,
        "path_max_fanout": 12,
        "crit_path_start_kind": "primary input",
        "cp.required_ns": 25.28,
        "crit_arrival_ns": 30.68,
    },
    "placed_design": {
        "dp_slack_ns": -6.71,
        "port_buffers": 35,
        "place_inst": 1715,
        "place.detailed.hpwl_mm": 22.2,
        "gp_congestion": 0.943,
    },
    "power": {
        "p_leak_nw": 6.55,
        "p_seq_frac": 0,
        "intPower_mw": 0.931,
        "p_clk_frac": 0,
        "swShare": 0.443,
        "p_per_area_mw_per_mm2": 126,
        "pwr-share-comb": 1.000,
        "switching_power_mw": 0.742,
        "vdd_drop_max_mv": 0.476,
    },
    "flow_run": {
        "drv_cap": 0,
        "warning_count": 46,
    },
    "hold_path": {
        "hold_class": "in -> out",
        "worstHoldPathCells": 7,
    },
    "clocking": {
        "hold_buffers": 0,
    },
}
-- critical path, delay by kind of cell --
family | cells | cell delay [ns]
compound gates | 69 | 12.31
fa+ha+maj | 15 | 3.80
buf+inv | 13 | 1.68
mux | 3 | 1.07
simple gates | 29 | 5.49
-- power by group through the flow --
stage | clock, mW | sequential (mW) | combinational (mW)
finish | 0 | 0 | 1.67
global route | 0 | 0 | 1.84
CTS | 0 | 0 | 1.55
-- cells by family (layout without fill, tap and decap cells) --
kind of cell	count (synthesis)	in the layout	share of synthesized area
and+or+nand+nor	361	362	0.216
AOI/OAI and AO/OA	333	333	0.292
adders and majority gates	193	193	0.324
buffers and inverters	127	564	0.0614
xor gates and xnor gates	55	55	0.0578
muxes	36	36	0.0484
other	1	8	0.000450
-- per-layer routing --
metal | vias to the layer above | track usage | part of all wire
met4 | 0 | 0.0688 | 0.025
met5 | - | 0 | 0
met2 | 246 | 0.432 | 0.42
met1 | 4614 | 0.405 | 0.49
li1 | 4955 | - | -
met3 | 51 | 0.0513 | 0.059
-- metrics by stage --
step / power [mW] / area (sq um)
after floorplan: 0.941 / 8990
after global placement: 1.39 / 11900
after detailed placement: 1.40 / 11900
after CTS: 1.55 / 12700
after global routing: 1.84 / 13300
final: 1.67 / 13300
-- path summary, 6_finish.rpt --
kind	start	endpoint
worst max-delay path	b[0]	result[0]
worst min-delay path	b[0]	result[0]
-- cell usage in the layout, fill, tap and decap left out, types with 30 or more instances in the layout --
| cell | count |
|---|---|
| buf_4 | 425 |
| ha_1 | 125 |
| nor2_1 | 106 |
| inv_1 | 83 |
| nand2_1 | 70 |
| o21a_1 | 50 |
| a21oi_1 | 50 |
| nor3_1 | 39 |
| xnor2_1 | 39 |
| fa_1 | 38 |
| a21o_1 | 30 |
-- synth_stat cells (15+ instances only) --
cell type	n
a21o_1	30
a21oi_1	70
clkbuf_1	25
fa_1	38
ha_1	154
inv_1	90
mux2_2	19
nand2_1	73
nand2b_1	20
nor2_1	119
nor3_1	43
o211ai_1	15
o21a_1	52
o21ai_0	35
xnor2_1	39
xor2_1	16
-- what timing repair did --
action / in CTS / in global routing
pin swaps: 102 / 107
cloned: 2 / 0
hold endpoints to repair: 0 / 0
resized: 92 / 63
buffers inserted: 69 / 36
setup endpoints to repair: 4 / 4
-- area by class of cell --
| cell class | count | area share |
|---|---|---|
| Inverter | 90 | 0.0262 |
| Multi-Input combinational cell | 987 | 0.672 |
| Timing Repair Buffer | 474 | 0.277 |
| Tap cell | 270 | 0.0255 |
Power and IR drop assume default switching activity.
