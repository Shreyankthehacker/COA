File: design.v
module single_cycle_alu_memory (
    input clk, rst, start,
    input [1:0] op,                 
    input [1:0] mem_op,             
    input [7:0] addr,               
    input [7:0] in_a, in_b,         
    input [7:0] write_data,         
    output reg [15:0] result,       
    output reg error,               
    output reg done                 
);
    reg [7:0] memory [0:255];       
    always @(posedge clk or posedge rst) begin
        if (rst) begin
            result <= 0;
            error <= 0;
            done <= 0;
        end else if (start) begin
            done <= 0;
            error <= 0;
            if (mem_op == 2'b01) begin
                memory[addr] <= write_data;
                done <= 1;
            end else if (mem_op == 2'b10) begin
                result <= memory[addr];
                done <= 1;
            end else begin
                case (op)
                    2'b00: result <= in_a + in_b;                      
                    2'b01: result <= in_a - in_b;                      
                    2'b10: result <= in_a * in_b;                      
                    2'b11: begin
                        if (in_b != 0)
                            result <= in_a / in_b;                     
                        else begin
                            result <= 16'hFFFF;                        
                            error <= 1;
                        end
                    end
                    default: result <= 16'h0;
                endcase
                done <= 1;
            end
        end
    end
endmodule
File: run.sh
#!/bin/bash
# OpenROAD 26Q1-2900-gdf79404cd8, Yosys 0.63+post, stock flow scripts
make -C /OpenROAD-flow-scripts/flow DESIGN_CONFIG=/design/flow/config.mk WORK_HOME=/design/flow/orfs finish
File: config.mk
export PLATFORM = sky130hd
export DESIGN_NAME = single_cycle_alu_memory
export DESIGN_NICKNAME = single_cycle_alu_memory
export VERILOG_FILES = /design/flow/design.v
export SDC_FILE = /design/flow/constraint.sdc
export NUM_CORES = 4
export LEC_CHECK = 1
export CORE_UTILIZATION = 40
File: constraint.sdc
current_design single_cycle_alu_memory

set clk_period 4.3
set clk_io_pct 0.2

create_clock -name clk0 -period $clk_period [get_ports {clk}]

set non_clock_inputs [all_inputs -no_clocks]
set_input_delay [expr $clk_period * $clk_io_pct] -clock clk0 $non_clock_inputs
set_output_delay [expr $clk_period * $clk_io_pct] -clock clk0 [all_outputs]
==> results_dict.tcl <==
# place-and-route summary
set metrics [dict create \
    postRouteAntennaNets 0 \
    finalSetupViolCount 16 \
    crit_fanout 7 \
    num_rows 167 \
    grt_usage_pct 63.5 \
    fp_util_pct 40.4 \
    drive_gt1_share_pct 40.1 \
    first_iter_violations 9462 \
    clkLatencyLatePin_ns 0.90 \
    ys_area_sq_mm 0.0840 \
    drc 0 \
    ys_ff 2066 \
    area_delta_synth_final_pct 41.0 \
    setup_ws_ns -19.96 \
    syn-cell-area_sq_mm 0.0840 \
    finalCritPeriodShare_pct 564 \
    cp-start-kind "input port" \
    h-tree-depth 4 \
    cts_buffers 216 \
    route.met3.wl_mm 131 \
    power_frac_clock_pct 34.9 \
    fin_util_pct 57.0 \
    net-switching-power_mw 14.9 \
    gp_congestion 1.31 \
    worstPathRequired_ns 5.05 \
    synth_warnings 2 \
    syn-instance-count 5300 \
    met2_length_mm 227 \
    fmax_mhz 41.2 \
    dieArea_sq_mm 0.212 \
    vias_per_cell 7.06 \
    finClkSkew_ns 0.116 \
    postSynthSeqShare_pct 73.7 \
    async_reset_ff_share_pct 0.871 \
    dpl_cell_area_sq_mm 0.109 \
    clock_path_buffers 3 \
    edf_count 2048 \
    violations "max-capacitance violations, max-slew violations, negative setup slack" \
    ir_worst_vdd_mv 0.758 \
    hp-class "input port to flop" \
    p_seq_share_pct 40.8 \
    grt_pass1_wl_mm 775 \
    run_status "finished, violations left" \
    power.leakage_nw 42.9 \
    synth_cell_type_count 98 \
    slowest_stage "or4_4" \
    antenna_found_initial 111 \
    maxSlewViolCount 11 \
    overflow 0 \
    top_layer "met5" \
    finalSetupTns_ns -122.29 \
    endpoint_kind "flop" \
    power.density_mw_per_mm2 459 \
    routed_wl_mm 613 \
    dp_hpwl_mm 467 \
    synth_area_per_cell_sq_um 15.9 \
    ys_cells 5300 \
    die_w_microns 460 \
    vias 77400 \
    grt_pass1_vias 75500 \
    internal_power_mw 39.5 \
    flop_cell "edfxtp_1" \
    grt_setup_unrepaired "true" \
    drt_pre_antenna_iters 9 \
    drv_cap 2 \
    dp_cells 10200 \
    portBuffers 56 \
    fin_hold_ws_ns 0.383 \
    warning_count 41 \
    swShare_pct 27.4 \
    clock-sinks 2066 \
    cp_common_cell "o21a_1" \
    clk_pin_slew_worst_paths_ns 0.07 \
    io_pins 57 \
    core_area_sq_mm 0.208 \
    p_total_mw 54.4 \
    met1Wirelength_mm 169 \
    grt_max_degree 91 \
    root_buffer "clkbuf_16" \
    die_h_microns 460 \
    finalHoldViolCount 0 \
    pre_cts_ws_ns -21.91 \
    stdcell_count 11000 \
    cts_tree "yes" \
    fin_crit_ns 24.26 \
    crit_arrival_ns 25.01 \
    avgRoutedWirePerCell_microns 55.8 \
    worst_pin_slew_ns 1.72 \
    design_area_sq_mm 0.118 \
    combPwrFrac_pct 24.3 \
    path_class "input port to flop" \
    slew_headroom_pct -14.9 \
    slowest_delay_ns 0.51 \
]
-- placed cells by master, fill, tap and decap left out, drive strengths merged, types with 25 or more instances in the layout --
| cell | n |
|---|---|
| o21ai | 91 |
| o21a | 37 |
| buf | 2431 |
| fa | 38 |
| nor3 | 320 |
| a22oi | 265 |
| nand4 | 163 |
| a22o | 376 |
| clkbuf | 259 |
| edfxtp | 2048 |
| a21oi | 116 |
| nor2 | 407 |
| nand2 | 132 |
| xnor2 | 40 |
| a221oi | 378 |
| diode | 178 |
| clkinv | 108 |
| nand3 | 65 |
| nand2b | 25 |
| clkdlybuf4s50 | 38 |
| mux2 | 25 |
| ha | 155 |
| inv | 107 |
| nor4 | 51 |
-- state kept, by name, indices dropped and copies added (netlist names) --
register	count
memory	2048
result	16
done	1
error	1
-- what timing repair did --
item	4_1_cts	5_1_grt
endpoints found under the setup margin	16	16
hold buffers	0	0
pin swaps	95	69
buffers inserted	104	54
resized	118	112
-- synthesized netlist by cell type (7+ instances only) --
library cell	number	area (sq um)
fa_1	38	761
a21boi_0	7	52.6
ha_1	155	1940
a222oi_1	8	80.1
and2_1	13	81.3
o21ai_0	86	430
nand4_1	162	1010
nand2b_1	25	156
nand2_1	131	492
nor3_1	318	1590
inv_1	108	405
a22oi_1	265	1990
o31ai_1	15	113
edfxtp_1	2048	61500
xor2_1	20	175
nor2b_1	19	119
mux2i_1	12	120
buf_1	44	165
o211ai_1	13	97.6
a211oi_1	15	113
or2_2	8	50.1
dfrtp_1	18	450
a221oi_1	377	3300
clkbuf_1	120	450
nor4_1	48	300
o21a_1	37	278
a22o_1	376	3290
xnor2_1	40	350
a21oi_1	112	561
mux2_2	20	225
nor2_1	403	1510
nand3_1	64	320
o21bai_1	7	52.6
a21o_1	23	173
a31oi_1	8	50.1
or3_1	16	100
-- power groups by stage --
stage	clock (mW)	sequential, mW	combinational (mW)
5_1_grt	19.5	22.2	14.2
6_report	19.0	22.2	13.2
4_1_cts	18.8	22.2	12.0
-- path summary, 6_finish.rpt --
check,cells after the start,startpoint,end,slack (ns)
worst max-delay path,132,in_b[0],result[0],-19.96
worst min-delay path,1,write_data[5],memory[239][5],0.38
worst max register to register,12,memory[69][2],result[2],0.12
worst min register to register,1,done,done,0.48
max in group asynchronous,2,rst,result[1],3.24
min in group asynchronous,2,rst,done,0.47
-- worst max-delay path, delay by kind of cell --
| kind | cells | cell delay (ns) |
|---|---|---|
| AOI/OAI and AO/OA | 66 | 11.17 |
| buffers and inverters | 7 | 0.96 |
| muxes | 9 | 2.73 |
| and+or+nand+nor | 35 | 5.23 |
| adders and majority gates | 15 | 4.01 |
-- layout make-up --
| cell class | count | area (sq um) |
|---|---|---|
| clock buffers | 259 | 5690 |
| repair buffers | 2476 | 21900 |
| fillers | 16000 | 89500 |
| diodes | 178 | 445 |
| inverters | 109 | 430 |
| well taps | 2788 | 3490 |
| multi-input cells | 2960 | 23200 |
| clock inverters | 136 | 1310 |
| flip-flops and latches | 2066 | 61900 |
-- per-layer routing --
layer,GRT usage (%),up-vias
met3,60.2,3065
met2,72.7,9359
li1,-,27400
met4,54.2,255
met5,58.8,-
met1,61.1,37300
-- cell families (layout without fill, tap and decap cells) --
| group | after synthesis | in the layout | share of synthesized area (%) |
|---|---|---|---|
| AOI/OAI and AO/OA | 1413 | 1413 | 13.4 |
| buffers and inverters | 281 | 2980 | 1.30 |
| adders and majority gates | 194 | 194 | 3.23 |
| xor gates and xnor gates | 60 | 60 | 0.626 |
| muxes | 37 | 37 | 0.496 |
| other | 1 | 186 | 0.00446 |
| and+or+nand+nor | 1248 | 1248 | 7.26 |
| DFF | 2066 | 2066 | 73.7 |
No activity file was given, so power comes from the tool's default toggle rates.
